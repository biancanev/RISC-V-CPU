<file path="/design/flow/config.mk">
export PLATFORM = sky130hd
export DESIGN_NAME = memory_controller
export DESIGN_NICKNAME = memory_controller
export VERILOG_FILES = /design/flow/design.v
export SDC_FILE = /design/flow/constraint.sdc
export NUM_CORES = 4
export LEC_CHECK = 1
export CORE_AREA = 10 10 110 110
export DIE_AREA = 0 0 120 120
</file>
<file path="/design/flow/constraint.sdc">
current_design memory_controller

set clk_period 3.4
set clk_io_pct 0.2

create_clock -name clk0 -period $clk_period [get_ports {clk}]

set non_clock_inputs [all_inputs -no_clocks]
set_input_delay [expr $clk_period * $clk_io_pct] -clock clk0 $non_clock_inputs
set_output_delay [expr $clk_period * $clk_io_pct] -clock clk0 [all_outputs]
</file>
<file path="/design/flow/design.v">
module memory_controller (
    input clk,
    input reset,
    input [31:0] instr_addr,
    output reg [31:0] instruction,
    input instr_req,
    output reg instr_ready,
    input [31:0] data_addr,
    input [31:0] data_write,
    output reg [31:0] data_read,
    input data_req,
    input data_write_en,
    output reg data_ready,
    output reg [31:0] mem_addr,
    output reg [31:0] mem_write_data,
    input [31:0] mem_read_data,
    output reg mem_read_en,
    output reg mem_write_en,
    input mem_ready
);
    localparam IDLE = 2'b00;
    localparam INSTR_ACCESS = 2'b01;
    localparam DATA_ACCESS = 2'b10;
    reg [1:0] state, next_state;
    always @(posedge clk or posedge reset) begin
        if (reset)
            state <= IDLE;
        else
            state <= next_state;
    end
    always @(*) begin
        next_state = state;
        case (state)
            IDLE: begin
                if (instr_req)
                    next_state = INSTR_ACCESS;
                else if (data_req)
                    next_state = DATA_ACCESS;
            end
            INSTR_ACCESS: begin
                if (mem_ready)
                    next_state = IDLE;
            end
            DATA_ACCESS: begin
                if (mem_ready)
                    next_state = IDLE;
            end
            default: next_state = IDLE;
        endcase
    end
    always @(*) begin
        mem_addr = 32'h0;
        mem_write_data = 32'h0;
        mem_read_en = 1'b0;
        mem_write_en = 1'b0;
        instruction = 32'h0;
        instr_ready = 1'b0;
        data_read = 32'h0;
        data_ready = 1'b0;
        case (state)
            IDLE: begin
            end
            INSTR_ACCESS: begin
                mem_addr = instr_addr;
                mem_read_en = 1'b1;
                mem_write_en = 1'b0;
                instruction = mem_read_data;
                instr_ready = mem_ready;
            end
            DATA_ACCESS: begin
                mem_addr = data_addr;
                mem_read_en = ~data_write_en;
                mem_write_en = data_write_en;
                mem_write_data = data_write;
                data_read = mem_read_data;
                data_ready = mem_ready;
            end
        endcase
    end
endmodule
</file>
<file path="/design/flow/run.sh">
#!/bin/bash
# OpenROAD 26Q1-2900-gdf79404cd8, Yosys 0.63+post, stock flow scripts
make -C /OpenROAD-flow-scripts/flow DESIGN_CONFIG=/design/flow/config.mk WORK_HOME=/design/flow/orfs finish
</file>
==> flow_summary.json <==
{
  "min-delay-start": "state[0]$_DFF_PP1_",
  "reg2regPathDepth": 3,
  "fin_setup_tns_ns": 0,
  "nFillCells": 998,
  "h_tree_depth_reported_by_cts": 1,
  "final_max_slew_viol_count": 0,
  "grt_pass1_wl_um": 13370,
  "route.antenna.remaining_nets": 0,
  "netSwitchingFraction": 0.2455,
  "mappedNetlistArea_mm2": 0.001160,
  "finalNonFillerCells": 550,
  "finalCriticalPeriod_ns": 2.596,
  "vias_in_the_first_global_route": 2174,
  "yosys-stat-cells": 163,
  "setup.worst_path.start_class": "flip-flop",
  "fin_worst_skew_ns": 0.0002274,
  "cts_max_path_buffers": 2,
  "yosys.cell_types.count": 15,
  "detailedPlace.worstSlack_ns": 0.8828,
  "biggestRegsByFlops": "state: 3 flops",
  "chip_area_mm2": 0.01440,
  "regMostFlops": "state",
  "setup_viol": 0,
  "antenna-diode-count": 0,
  "die_x_um": 120,
  "via_count": 2059,
  "std_cell_rows": 36,
  "area_of_all_sequential_standard_cells_um2": 78.83,
  "max_slew_margin": 0.6219,
  "initial_antenna_violation_count": 0,
  "r2r_start": "state[1]$_DFF_PP0_",
  "groute.usage.overall": 0.1155,
  "floorplan.initialDensity": 0.1187,
  "hold_viol_final": 0,
  "final_layout_top_logic_cell": "clkdlybuf4s50_1",
  "crit-reg2reg-capture": "state[1]$_DFF_PP0_",
  "cts.repair_timing.setup_buffer_count": 0,
  "status": "finished clean",
  "power.net_switching_w": 0.0001767,
  "die_span_y_um": 120,
  "clock.fmax_mhz": 385.2,
  "worst-endpoint-required_ns": 2.72,
  "synth-seq-area-share": 0.06580,
  "clock_power_share": 0.144,
  "tightestPinTransition_ns": 0.5672,
  "cts_tree": "done",
  "synth_cells": 163,
  "routabilityCongestion": 0.8099,
  "openroad.warnings": 25,
  "share_seq_of_total_power": 0.099,
  "cts-buffers-inserted": 3,
  "timing.max_cap.violations": 0,
  "drt_pass1_iterations": 4,
  "power_frac_comb": 0.757,
  "critPathKind": "reg2out",
  "portBuffers": 265,
  "timing.reg2reg.setup_slack_ns": 2.10,
  "design.core.area_mm2": 0.009774,
  "cts_hold_buf": 0,
  "routedWlPerCell_um": 16.78,
  "crit_path_end_kind": "output port",
  "power_density_mw_per_mm2": 183.2,
  "synth.avg_cell_area_um2": 7.116,
  "logic_area_um2": 935.9,
  "syn_to_final_growth_pct": 238.7,
  "cycle_use_final": 0.7636,
  "peak_ir_drop_on_the_vdd_network_mv": 0.1171,
  "first_iter_violations": 70,
  "timing.hold.worst.class": "reg2reg",
  "clk_pin_slew_worst_paths_ns": 0.03,
  "worstPathArrival_ns": 1.92,
  "ys_ff": 3,
  "power_report.internal_total_w": 0.0005432,
  "pin_count": 266,
  "whs_endpoint": "state[0]$_DFF_PP1_",
  "worst_slack_ns": 0.8038,
  "route.detailed.drc": 0,
  "max_ffs_per_register": 3,
  "leakage_nw": 1.479,
  "clk_root_buffer_cell": "clkbuf_8",
  "rsz_0062_raised_after_global_routing": "no",
  "detailed_place_hpwl_um": 8282,
  "synth-warning-count": 1,
  "most-common-layout-cells": "clkdlybuf4s50_1, and2_1, a22o_1, inv_1, clkbuf_8",
  "yosys_chip_area_mm2": 0.001160,
  "final_util": 0.4019,
  "layout-drive-gt1-share": 0.02398,
  "clock_sinks": 3,
  "worst_hold_path_depth": 2,
  "drt-vias-per-instance": 3.744,
  "post_cts_resize_count": 0,
  "clk-insertion-delay-late_ns": 0.22,
  "grt_start_max_net_pins": 64,
  "postRouteWirelength_um": 9230,
  "placed_instance_count": 546,
  "grt_overflow_total": 0,
  "worst-path-max-fanout": 33
}
[layer usage]
layer / vias up / wire, µm / track usage
met4: 0 / 107 / 0.01433
met1: 856 / 3344 / 0.1216
met3: 10 / 1325 / 0.06426
li1: 1046 / - / -
met2: 147 / 4453 / 0.2029
met5: - / 0 / 0
[cell type report]
class	count	area share
Timing Repair Buffer	268	0.6841
Multi-Input combinational cell	138	0.2382
Tap cell	133	0.04236
Sequential cell	3	0.02006
Clock buffer	4	0.01146
Inverter	4	0.003822
[through the flow]
step / instance area (µm²) / hold WS (ns) / power (W)
finish: 3929 / 0.5071 / 0.0007199
global route: 3929 / 0.5326 / 0.0007788
CTS: 3929 / 0.5084 / 0.0007381
detailed placement: 3884 / 0.5029 / 0.0006294
global placement: 3884 / 0.5030 / 0.0006302
floorplan: 1160 / 0.4329 / 0.0001922
[synthesized netlist by cell type]
| cell | count | share of area |
|---|---|---|
| and2_1 | 99 | 0.53 |
| a22o_1 | 32 | 0.24 |
| buf_6 | 6 | 0.058 |
| clkbuf_2 | 6 | 0.026 |
| buf_2 | 4 | 0.017 |
| inv_1 | 3 | 0.0097 |
| buf_4 | 2 | 0.013 |
| dfrtp_1 | 2 | 0.043 |
| o21ai_0 | 2 | 0.0086 |
| o21ai_1 | 2 | 0.0086 |
| dfstp_2 | 1 | 0.023 |
| inv_2 | 1 | 0.0032 |
| nand2_1 | 1 | 0.0032 |
| nand2b_1 | 1 | 0.0054 |
| o22ai_1 | 1 | 0.0054 |
[power by group through the flow]
stage / sequential [W] / combinational, W / clock [W]
final: 0.0000716 / 0.000545 / 0.000104
after CTS: 0.0000723 / 0.000559 / 0.000107
after global routing: 0.0000762 / 0.000593 / 0.000110
[kinds of logic after synthesis]
family	Yosys count	synth area share
AND/OR/NAND/NOR	101	0.5426
flip-flops	3	0.06581
buffers and inverters	22	0.1273
AND-OR/OR-AND	37	0.2643
[critical path: stages, from the launching register on]
cell	delay, ns
dfrtp_2	0.71
buf_4	0.33
and2_1	0.16
clkdlybuf4s50_1	0.48
[how the worst max path moves through the flow]
stage / startpoint / endpoint / slack (ns) / cells after the start
after CTS: state[1]$_DFF_PP0_ / mem_read_en / 0.74 / 4
final: state[2]$_DFF_PP0_ / instruction[31] / 0.80 / 3
after global routing: state[1]$_DFF_PP0_ / mem_read_en / 0.63 / 4
No activity file was given, so power comes from the tool's default toggle rates.
