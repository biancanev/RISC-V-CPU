==> design.v <==
module instruction_cache #(
    parameter CACHE_SIZE = 1024,        
    parameter BLOCK_SIZE = 4,           
    parameter ASSOCIATIVITY = 2         
)(
    input clk,
    input reset,
    input [31:0] addr,
    output reg [31:0] data_out,
    input read_req,
    output reg ready,
    output reg [31:0] mem_addr,
    input [31:0] mem_data,
    output reg mem_read_req,
    input mem_ready
);
    localparam SETS = CACHE_SIZE / (BLOCK_SIZE * ASSOCIATIVITY);
    localparam SET_BITS = $clog2(SETS);
    localparam BLOCK_BITS = $clog2(BLOCK_SIZE);
    localparam TAG_BITS = 32 - SET_BITS - BLOCK_BITS - 2;  
    reg [31:0] cache_data [0:SETS-1][0:ASSOCIATIVITY-1][0:BLOCK_SIZE-1];
    reg [TAG_BITS-1:0] cache_tags [0:SETS-1][0:ASSOCIATIVITY-1];
    reg cache_valid [0:SETS-1][0:ASSOCIATIVITY-1];
    reg [ASSOCIATIVITY-1:0] lru [0:SETS-1];  
    wire [SET_BITS-1:0] set_index = addr[SET_BITS+BLOCK_BITS+1:BLOCK_BITS+2];
    wire [BLOCK_BITS-1:0] block_offset = addr[BLOCK_BITS+1:2];
    wire [TAG_BITS-1:0] tag = addr[31:SET_BITS+BLOCK_BITS+2];
    localparam IDLE = 2'b00;
    localparam COMPARE_TAG = 2'b01;
    localparam ALLOCATE = 2'b10;
    reg [1:0] state, next_state;
    reg hit;
    reg [ASSOCIATIVITY-1:0] hit_way;
    reg [ASSOCIATIVITY-1:0] replace_way;
    integer i, j;
    always @(posedge clk or posedge reset) begin
        if (reset) begin
            state <= IDLE;
            for (i = 0; i < SETS; i = i + 1) begin
                for (j = 0; j < ASSOCIATIVITY; j = j + 1) begin
                    cache_valid[i][j] <= 1'b0;
                end
                lru[i] <= 0;
            end
        end
        else begin
            state <= next_state;
        end
    end
    always @(*) begin
        hit = 1'b0;
        hit_way = 0;
        for (i = 0; i < ASSOCIATIVITY; i = i + 1) begin
            if (cache_valid[set_index][i] && cache_tags[set_index][i] == tag) begin
                hit = 1'b1;
                hit_way = i;
            end
        end
    end
    always @(*) begin
        replace_way = ~lru[set_index];
    end
    always @(*) begin
        next_state = state;
        case (state)
            IDLE: begin
                if (read_req)
                    next_state = COMPARE_TAG;
            end
            COMPARE_TAG: begin
                if (hit)
                    next_state = IDLE;
                else
                    next_state = ALLOCATE;
            end
            ALLOCATE: begin
                if (mem_ready)
                    next_state = COMPARE_TAG;
            end
            default: next_state = IDLE;
        endcase
    end
    always @(posedge clk) begin
        case (state)
            IDLE: begin
                ready <= 1'b0;
                mem_read_req <= 1'b0;
            end
            COMPARE_TAG: begin
                if (hit) begin
                    data_out <= cache_data[set_index][hit_way][block_offset];
                    ready <= 1'b1;
                    lru[set_index] <= hit_way;
                end else begin
                    mem_addr <= {addr[31:BLOCK_BITS+2], {(BLOCK_BITS+2){1'b0}}};
                    mem_read_req <= 1'b1;
                    ready <= 1'b0;
                end
            end
            ALLOCATE: begin
                if (mem_ready) begin
                    for (i = 0; i < BLOCK_SIZE; i = i + 1) begin
                        cache_data[set_index][replace_way][i] <= mem_data;  
                    end
                    cache_tags[set_index][replace_way] <= tag;
                    cache_valid[set_index][replace_way] <= 1'b1;
                    lru[set_index] <= replace_way;
                    mem_read_req <= 1'b0;
                end
            end
        endcase
    end
endmodule
==> run.sh <==
#!/bin/bash
# OpenROAD 26Q1-2900-gdf79404cd8, Yosys 0.63+post, stock flow scripts
make -C /OpenROAD-flow-scripts/flow DESIGN_CONFIG=/design/flow/config.mk WORK_HOME=/design/flow/orfs finish
==> config.mk <==
export PLATFORM = sky130hd
export DESIGN_NAME = instruction_cache
export DESIGN_NICKNAME = instruction_cache
export VERILOG_FILES = /design/flow/design.v
export SDC_FILE = /design/flow/constraint.sdc
export NUM_CORES = 4
export LEC_CHECK = 1
export CORE_AREA = 10 10 97 97
export DIE_AREA = 0 0 107 107
export SYNTH_MEMORY_MAX_BITS = 65536
==> constraint.sdc <==
current_design instruction_cache

set clk_period 2.8
set clk_io_pct 0.2

create_clock -name clk0 -period $clk_period [get_ports {clk}]

set non_clock_inputs [all_inputs -no_clocks]
set_input_delay [expr $clk_period * $clk_io_pct] -clock clk0 $non_clock_inputs
set_output_delay [expr $clk_period * $clk_io_pct] -clock clk0 [all_outputs]
==> run_results.csv <==
group,metric,value,unit
die,die_width,107,µm
clock_tree,cts-buffers-inserted,5,
sta,rsz0062_at_grt,"false",
detailed_routing,detail_route.wl_per_cell,12.5,µm
power_and_ir_drop,ir_drop,0.222,mV
placement,hpwlAfterDp,2.59,mm
power_and_ir_drop,pleak,0.741,nW
power_and_ir_drop,comb_power_share,0.048,
status,result_of_the_run,"complete, no violations",
detailed_routing,route.detailed.vias_per_inst,2.86,
logic_synthesis,distinct_lib_cells_used,11,
detailed_routing,drt_iter0_drcs,21,
power_and_ir_drop,switchingPower,166,µW
placement,routabilityCongestion,0.727,
logic_synthesis,ys_area,1270,µm²
clock_tree,clk_pin_slew,0.06,ns
sta,finalHoldViolCount,0,
clock_tree,cts_num_sinks,32,
run,warning_count,61,
placement,portbufs,60,
logic_synthesis,ys_ff,32,
power_and_ir_drop,power_report.internal_total,822,µW
global_route,number_of_antenna_violations_at_the_first_check_in_global_routing,0,
worst_setup_path,criticalPathCategory,"flip-flop to primary output",
worst_setup_path,startpoint,"mem_addr[16]$_DFFE_PP_",
logic_synthesis,synth_seq_share,0.746,
worst_setup_path,critical_path.slowest_cell,"sky130_fd_sc_hd__clkdlybuf4s50_1",
detailed_routing,num_antenna_cells,0,
sta,max_freq,0.610,GHz
cells_and_area,fraction_of_layout_instances_using_a_drive_strength_above_1,0.0690,
clock_tree,ctsLongestPathBuffers,2,
clock_tree,holdBufCountCts,0,
sta,final_min_period_over_clock_period,0.585,
cells_and_area,fillers,790,
detailed_routing,via_count,698,
sta,totalNegativeSetupSlack,0,ns
detailed_routing,routed_wirelength,3.06,mm
sta,hold_slack,0.448,ns
clock_tree,clock_latency,0.27,ns
die,die_area,11400,µm²
run,drv.max_cap_violation_count,0,
worst_setup_path,start_of_the_worst_register_to_register_path,"state[2]$_DFF_PP0_",
clock_tree,h-tree-depth,2,
sta,finalMaxSlewViolations,0,
die,design.portCount,134,
die,core.rowCount,31,
sta,final-setup-viol-count,0,
power_and_ir_drop,power_frac_clock,0.425,
sta,worst_slew_margin_rel,0.645,
worst_setup_path,critical_path.startpoint_type,"flip-flop",
die,initial_core_util,0.174,
worst_setup_path,critical_path.cell_chain,"clkdlybuf4s50_1",
die,fp.coreArea,7290,µm²
detailed_routing,detail-route-antenna-nets,0,
logic_synthesis,synth.yosys.num_cells,77,
cells_and_area,layout-area-overhead-vs-synth,54.9,%
detailed_routing,number_of_optimization_iterations_in_the_first_detailed_route_pass,4,
worst_setup_path,worst-endpoint-required,2.24,ns
sta,skew,0.00253,ns
clock_tree,tritoncts,"yes",
global_route,grt_first_pass_wirelength,4.50,mm
clock_tree,cts_root_buffer,"sky130_fd_sc_hd__clkbuf_8",
logic_synthesis,post_synth.cell_area_avg,16.5,µm²
clock_tree,post_cts_resized,0,
worst_setup_path,critical_path.endpoint_type,"primary output",
power_and_ir_drop,finalPower,988,µW
worst_setup_path,cp_data_arrival_time,1.08,ns
clock_tree,postCtsSetupRepairBufs,0,
global_route,global_routing_usage_summed_across_all_routing_layers,0.0498,
global_route,grt_max_degree,18,
cells_and_area,combGateArea,173,µm²
global_route,first_global_vias,816,
logic_synthesis,synthesis.area,1270,µm²
die,die-height,107,µm
logic_synthesis,synth-warning-count,1027,
power_and_ir_drop,seq_power_share,0.527,
detailed_routing,drcViolationCount,0,
worst_setup_path,timing.critical_path.fanout_max,1,
logic_synthesis,synthCells,77,
sta,worst_pin_slew,0.532,ns
worst_setup_path,path_delay_family,"buffers and inverters",
cells_and_area,finish.utilization,0.270,
power_and_ir_drop,netSwitchingFraction,0.168,
sta,layout_min_cycle_time,1.64,ns
worst_setup_path,critical_path.n_buffers_inverters,1,
worst_setup_path,max_stage_delay,0.48,ns
power_and_ir_drop,cellPowerDensity,502,nW/µm²
global_route,global_route.overflow_total,0,
min_path,min-delay-path-class,"input port to async pin",
cells_and_area,area.sequential,947,µm²
layout make-up:
cell class,instances,area share
clock inverter,2,0.0178
clock buffer,6,0.0369
tap,99,0.0630
multi-input combinational,42,0.0878
inverter,2,0.00382
timing repair buffer,61,0.309
sequential,32,0.482
Yosys cell counts:
master,number,area (µm²)
sky130_fd_sc_hd__edfxtp_1,29,871
sky130_fd_sc_hd__a22o_1,1,8.76
sky130_fd_sc_hd__a21oi_1,1,5.00
sky130_fd_sc_hd__a21o_2,1,8.76
sky130_fd_sc_hd__dfstp_2,1,26.3
sky130_fd_sc_hd__dfrtp_1,2,50.1
sky130_fd_sc_hd__nor3_1,1,5.00
sky130_fd_sc_hd__buf_4,37,278
sky130_fd_sc_hd__inv_1,2,7.51
sky130_fd_sc_hd__nor2b_1,1,6.26
sky130_fd_sc_hd__conb_1,1,3.75
flip-flops by register name (all words and copies together) (netlist names):
name and cells:
mem_read_req 1, state 3, mem_addr 28
path summary, 6_finish.rpt:
| check | end | slack, ns | cells past startpoint |
|---|---|---|---|
| worst max-delay path | mem_addr[16] | 1.16 | 1 |
| worst min-delay path | state[2]$_DFF_PP0_ | 0.45 | 2 |
| worst max register to register | mem_addr[19]$_DFFE_PP_ | 1.45 | 1 |
| worst min register to register | state[0]$_DFF_PP1_ | 0.50 | 1 |
| max in group asynchronous | state[0]$_DFF_PP1_ | 2.14 | 2 |
| min in group clk0 | state[0]$_DFF_PP1_ | 0.50 | 1 |
cells by family after synthesis:
group / after synthesis / synth area share
DFF: 32 / 0.746
AOI/OAI and AO/OA: 3 / 0.0177
and+or+nand+nor: 2 / 0.00887
other: 1 / 0.00295
buffers and inverters: 39 / 0.225
layout by cell type, fill, tap and decap left out:
| cell type | count |
|---|---|
| sky130_fd_sc_hd__bufinv_16 | 1 |
| sky130_fd_sc_hd__inv_1 | 2 |
| sky130_fd_sc_hd__dfrtp_1 | 2 |
| sky130_fd_sc_hd__clkbuf_8 | 5 |
| sky130_fd_sc_hd__clkbuf_1 | 1 |
| sky130_fd_sc_hd__nor2b_1 | 1 |
| sky130_fd_sc_hd__a21oi_1 | 1 |
| sky130_fd_sc_hd__a21o_2 | 1 |
| sky130_fd_sc_hd__buf_4 | 1 |
| sky130_fd_sc_hd__a22o_1 | 1 |
| sky130_fd_sc_hd__nor3_1 | 1 |
| sky130_fd_sc_hd__edfxtp_1 | 29 |
| sky130_fd_sc_hd__clkinv_2 | 1 |
| sky130_fd_sc_hd__conb_1 | 37 |
| sky130_fd_sc_hd__dfstp_2 | 1 |
| sky130_fd_sc_hd__clkdlybuf4s50_1 | 60 |
power groups by stage:
stage                 Clock [mW]  Combinational, mW  Sequential [mW]
final                      0.420             0.0475            0.520
after global routing       0.459             0.0541            0.520
after CTS                  0.442             0.0499            0.520
stage by stage:
stage	instance area [µm²]	instances	setup WS, ns
2_1_floorplan	1410	113	1.37
3_3_place_gp	1860	236	1.26
3_5_place_dp	1860	236	1.24
4_1_cts	1970	244	1.13
5_1_grt	1970	244	1.11
6_report	1970	244	1.16
metal layers:
| metal | up-vias | GRT usage | wire length (µm) |
|---|---|---|---|
| met5 | - | 0 | 0 |
| met4 | 0 | 0.00870 | 55 |
| met3 | 5 | 0.0218 | 306 |
| met2 | 58 | 0.0812 | 1440 |
| met1 | 313 | 0.0609 | 1260 |
| li1 | 322 | - | - |
Power figures rest on the tool's default switching activity, not on a simulated workload.
